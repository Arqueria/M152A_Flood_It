<file path="run.sh">
#!/bin/bash
# OpenROAD 26Q1-2900-gdf79404cd8, Yosys 0.63+post, stock flow scripts
make -C /OpenROAD-flow-scripts/flow DESIGN_CONFIG=/design/flow/config.mk WORK_HOME=/design/flow/orfs finish
</file>
<file path="constraint.sdc">
current_design select

set clk_period 4.2
set clk_io_pct 0.2

create_clock -name clk0 -period $clk_period [get_ports {MASTER_CLOCK}]

set non_clock_inputs [all_inputs -no_clocks]
set_input_delay [expr $clk_period * $clk_io_pct] -clock clk0 $non_clock_inputs
set_output_delay [expr $clk_period * $clk_io_pct] -clock clk0 [all_outputs]
</file>
<file path="config.mk">
export PLATFORM = sky130hd
export DESIGN_NAME = select
export DESIGN_NICKNAME = select
export VERILOG_FILES = /design/flow/design.v
export SDC_FILE = /design/flow/constraint.sdc
export NUM_CORES = 4
export LEC_CHECK = 1
export CORE_UTILIZATION = 30
</file>
<file path="design.v">
module select(
    input wire MASTER_CLOCK,  
    input wire UP,
    input wire DOWN,
    input wire LEFT,
    input wire RIGHT,
    input wire CENTER,
	input wire [15:0] sw,
    output reg INITIALIZE_BOARD = 0,
	input wire BOARD_READY,
	input wire INIT_INIT,
	input wire CHANGING_COLOR,
	output reg COLOR_SEL_SIG = 0,
	output reg [2:0] COLOR_SELECTED = 0,
    output reg BEGIN_GAME = 0,
	input wire ACK_BEGIN_GAME,
	output reg [4:0] SIZE = 14,
	output reg [3:0] COLOR_NUM = 6,
	output reg MODE = 1,
	output reg [7:0] TRIES = 0,
	output reg [7:0] TOTAL_TRIES = 25,
    output reg [4:0] final_SIZE = 14,
	output reg [3:0] final_COLOR_NUM = 6,
	output reg sORc = 0  
);
reg ACK_UP = 0;
reg ACK_DOWN = 0;
reg ACK_LEFT = 0;
reg ACK_RIGHT = 0;
reg ACK_CENTER = 0;
reg UP_PREV = 0;
reg DOWN_PREV = 0;
reg LEFT_PREV = 0;
reg RIGHT_PREV = 0;
reg CENTER_PREV = 0;
function [7:0] getTTries;
input [4:0] CURR_SIZE;
input [3:0] CURR_COLOR_NUM;
begin
	if(CURR_SIZE == 2)
	begin
		case(CURR_COLOR_NUM)
			3 : getTTries = 1;
			4 : getTTries = 2;
			5 : getTTries = 2;
			6 : getTTries = 3;
			7 : getTTries = 4;
			8 : getTTries = 4;
		endcase
	end
	else if(CURR_SIZE == 6)
	begin
		case(CURR_COLOR_NUM)
			3 : getTTries = 5;
			4 : getTTries = 7;
			5 : getTTries = 8;
			6 : getTTries = 10;
			7 : getTTries = 12;
			8 : getTTries = 14;
		endcase
	end	
	else if(CURR_SIZE == 10)
	begin
		case(CURR_COLOR_NUM)
			3 : getTTries = 8;
			4 : getTTries = 11;
			5 : getTTries = 14;
			6 : getTTries = 17;
			7 : getTTries = 20;
			8 : getTTries = 23;
		endcase
	end
	else if(CURR_SIZE == 14)
	begin
		case(CURR_COLOR_NUM)
			3 : getTTries = 12;
			4 : getTTries = 16;
			5 : getTTries = 20;
			6 : getTTries = 25;
			7 : getTTries = 29;
			8 : getTTries = 33;
		endcase
	end	
	else if(CURR_SIZE == 18)
	begin
		case(CURR_COLOR_NUM)
			3 : getTTries = 16;
			4 : getTTries = 21;
			5 : getTTries = 26;
			6 : getTTries = 32;
			7 : getTTries = 37;
			8 : getTTries = 42;
		endcase
	end
	else if(CURR_SIZE == 22)
	begin
		case(CURR_COLOR_NUM)
			3 : getTTries = 19;
			4 : getTTries = 26;
			5 : getTTries = 32;
			6 : getTTries = 39;
			7 : getTTries = 45;
			8 : getTTries = 52;
		endcase
	end
	else if(CURR_SIZE == 26)
	begin
		case(CURR_COLOR_NUM)
			3 : getTTries = 23;
			4 : getTTries = 30;
			5 : getTTries = 38;
			6 : getTTries = 46;
			7 : getTTries = 54;
			8 : getTTries = 61;
		endcase
	end
end
endfunction
always @ (posedge MASTER_CLOCK)
begin
	UP_PREV <= UP;
	DOWN_PREV <= DOWN;
	LEFT_PREV <= LEFT;
	RIGHT_PREV <= RIGHT;
	CENTER_PREV <= CENTER;
	if (UP_PREV == 0 && UP == 1)
	begin
		ACK_UP <= 1;
		if(~ACK_UP && ~MODE)
		begin
			if(sORc)
				SIZE <= SIZE_CHANGE(0);
			else
				COLOR_NUM <= COLOR_NUM_CHANGE(0);
		end		
	end
	else 
	begin
		ACK_UP <= 0;
	end
	if (DOWN_PREV == 0 && DOWN == 1)
	begin
		ACK_DOWN <= 1;
		if(~ACK_DOWN && ~MODE)
		begin
			if(sORc)
				SIZE <= SIZE_CHANGE(1);
			else
				COLOR_NUM <= COLOR_NUM_CHANGE(1);		
		end
	end
	else 
	begin
		ACK_DOWN <= 0;
	end
	if (LEFT_PREV == 0 && LEFT == 1)
	begin
		ACK_LEFT <= 1;
        if(~ACK_LEFT && ~MODE)
            sORc <= ~sORc;
	end
	else 
	begin
		ACK_LEFT <= 0;
	end
	if(BEGIN_GAME == 1 || ACK_BEGIN_GAME == 1)
	begin
		MODE <= 1;
	end
	else if (RIGHT_PREV == 0 && RIGHT == 1)
	begin
		ACK_RIGHT <= 1;
		if(~ACK_RIGHT && INIT_INIT)
			MODE <= ~MODE;
	end
	else 
	begin
		ACK_RIGHT <= 0;
	end
	if(INITIALIZE_BOARD == 1)
	begin
		if(BOARD_READY == 1)
		begin
			INITIALIZE_BOARD <= 0;
			BEGIN_GAME <= 1;
		end
	end
	else if(BEGIN_GAME)
	begin
		if(ACK_BEGIN_GAME)
			BEGIN_GAME <= 0;
	end
	else if (CENTER_PREV == 0 && CENTER == 1)
	begin
		ACK_CENTER <= 1;
		if(~ACK_RIGHT && ~MODE)
		begin
			INITIALIZE_BOARD <= 1;
			final_SIZE <= SIZE;
			final_COLOR_NUM <= COLOR_NUM;
			TOTAL_TRIES <= getTTries(SIZE, COLOR_NUM);
		end
	end
	else if (~INIT_INIT)
	begin
		INITIALIZE_BOARD <= 1;
		final_SIZE <= SIZE;
		final_COLOR_NUM <= COLOR_NUM;
	end
	else 
	begin
		ACK_CENTER <= 0;
	end	
end
reg SW0p = 0;
reg SW1p = 0;
reg SW2p = 0;
reg SW3p = 0;
reg SW4p = 0;
reg SW5p = 0;
reg SW6p = 0;
reg SW7p = 0;
always @ (posedge MASTER_CLOCK)
begin
if(MODE)
begin
	SW0p <= sw[0];
	SW1p <= sw[1];
	SW2p <= sw[2];
	SW3p <= sw[3];
	SW4p <= sw[4];
	SW5p <= sw[5];
	SW6p <= sw[6];
	SW7p <= sw[7];
	if (~INIT_INIT)
	begin
		SW0p <= sw[0];
		SW1p <= sw[1];
		SW2p <= sw[2];
		SW3p <= sw[3];
		SW4p <= sw[4];
		SW5p <= sw[5];
		SW6p <= sw[6];
		SW7p <= sw[7];
	end
	else if (INITIALIZE_BOARD)
	begin   
		TRIES <= 0;
		COLOR_SEL_SIG <= 0;
	end
	else if(COLOR_SEL_SIG || CHANGING_COLOR)
	begin
		if(CHANGING_COLOR)
			COLOR_SEL_SIG <= 0;
	end
	else if(SW0p == ~sw[0])
	begin
		TRIES <= TRIES + 1;
		COLOR_SELECTED <= 0;
		COLOR_SEL_SIG <= 1;
	end
	else if(SW1p == ~sw[1])
	begin
		TRIES <= TRIES + 1;
		COLOR_SELECTED <= 1;
		COLOR_SEL_SIG <= 1;
	end
	else if(SW2p == ~sw[2])
	begin
		TRIES <= TRIES + 1;
		COLOR_SELECTED <= 2;
		COLOR_SEL_SIG <= 1;
	end
	else if(SW3p == ~sw[3])
	begin
		TRIES <= TRIES + 1;
		COLOR_SELECTED <= 3;
		COLOR_SEL_SIG <= 1;
	end
	else if(SW4p == ~sw[4])
	begin
		TRIES <= TRIES + 1;
		COLOR_SELECTED <= 4;
		COLOR_SEL_SIG <= 1;
	end
	else if(SW5p == ~sw[5])
	begin
		TRIES <= TRIES + 1;
		COLOR_SELECTED <= 5;
		COLOR_SEL_SIG <= 1;
	end
	else if(SW6p == ~sw[6])
	begin
		TRIES <= TRIES + 1;
		COLOR_SELECTED <= 6;
		COLOR_SEL_SIG <= 1;
	end
	else if(SW7p == ~sw[7])
	begin
		TRIES <= TRIES + 1;
		COLOR_SELECTED <= 7;
		COLOR_SEL_SIG <= 1;
	end
end
end
function [4:0] SIZE_CHANGE;
input DOWN;
begin
	if(SIZE == 2)
	begin
		if(DOWN)
			SIZE_CHANGE = 5'd26;
		else
			SIZE_CHANGE = 5'd6;
	end 
	else if(SIZE == 6)
	begin
		if(DOWN)
			SIZE_CHANGE = 5'd2;
		else
			SIZE_CHANGE = 5'd10;
	end
	else if(SIZE == 10)
	begin
		if(DOWN)
			SIZE_CHANGE = 5'd6;
		else
			SIZE_CHANGE = 5'd14;
	end
	else if(SIZE == 14)
	begin
		if(DOWN)
			SIZE_CHANGE = 5'd10;
		else
			SIZE_CHANGE = 5'd18;
	end
	else if(SIZE == 18)
	begin
		if(DOWN)
			SIZE_CHANGE = 5'd14;
		else
			SIZE_CHANGE = 5'd22;
	end
	else if(SIZE == 22)
	begin
		if(DOWN)
			SIZE_CHANGE = 5'd18;
		else
			SIZE_CHANGE = 5'd26;
	end
	else if(SIZE == 26)
	begin
		if(DOWN)
			SIZE_CHANGE = 5'd22;
		else
			SIZE_CHANGE = 5'd2;
	end
end
endfunction
function [3:0] COLOR_NUM_CHANGE;
input DOWN;
begin
	if (COLOR_NUM == 3)
	begin
		if (DOWN)
			COLOR_NUM_CHANGE = 4'd8;
		else
			COLOR_NUM_CHANGE = 4'd4;
	end
	else if (COLOR_NUM == 4)
	begin
		if (DOWN)
			COLOR_NUM_CHANGE = 4'd3;
		else
			COLOR_NUM_CHANGE = 4'd5;
	end
	else if (COLOR_NUM == 5)
	begin
		if (DOWN)
			COLOR_NUM_CHANGE = 4'd4;
		else
			COLOR_NUM_CHANGE = 4'd6;
	end
	else if (COLOR_NUM == 6)
	begin
		if (DOWN)
			COLOR_NUM_CHANGE = 4'd5;
		else
			COLOR_NUM_CHANGE = 4'd7;
	end
	else if (COLOR_NUM == 7)
	begin
		if (DOWN)
			COLOR_NUM_CHANGE = 4'd6;
		else
			COLOR_NUM_CHANGE = 4'd8;
	end
	else if (COLOR_NUM == 8)
	begin
		if (DOWN)
			COLOR_NUM_CHANGE = 4'd7;
		else
			COLOR_NUM_CHANGE = 4'd3;
	end
end
endfunction
endmodule
</file>
==> flow_metrics.py <==
# Flow results
metrics = {
    "cts": {
        "cts-root-buf": "clkbuf_8",
        "numCtsBuffers": 9,
        "hold_buffers": 0,
        "cts_tree": "built",
        "clockBufferDepth": 2,
        "cts_resized": 0,
        "clock_latency_ns": 0.35,
        "cts.sinks": 57,
        "path_clk_slew_ns": 0.07,
        "htreeDepth": 3,
        "cts_setup_buffers": 0,
    },
    "power": {
        "intPower_w": 0.00137,
        "p_comb_frac": 0.326,
        "switching_share": 0.346,
        "power_leakage_nw": 1.35,
        "switching_power_w": 0.000727,
        "clkPwrFrac": 0.249,
        "seq_power_share": 0.426,
        "power_density_nw_per_um2": 540,
        "ir_worst_vdd_mv": 0.211,
    },
    "layout": {
        "layout_top_cells": "clkdlybuf4s50_1, edfxtp_1, nor2_1",
        "layout-drive-gt1-share": 0.104,
        "area_delta_synth_final_pct": 29.4,
        "fillers": 918,
        "lay_top_count": "clkdlybuf4s50_1",
    },
    "logic_synthesis": {
        "async_flop_share": 0,
        "ys_seq_frac": 0.506,
        "synthCells": 295,
        "synth.distinct_cells": 59,
        "synth_stat.cells": 295,
        "yosys_warnings": 27,
        "avgSynthCellArea_um2": 10.2,
        "edf_count": 38,
        "synth_chip_area_um2": 3010,
        "netlist_area_um2": 3010,
        "numSynthFlops": 57,
        "synth_top_flop_cell": "edfxtp_1",
    },
    "grt": {
        "grt_max_degree": 23,
        "grt_pass1_wl_mm": 10.6,
        "track_usage": 0.132,
        "grt_pass1_vias": 2143,
        "gr-total-overflow": 0,
        "grt_antenna_before_repair": 0,
    },
    "hold_path": {
        "hp-class": "reg2reg",
    },
    "sta": {
        "relSlewSlack": 0.482,
        "tns_ns": 0,
        "max_freq_mhz": 383,
        "hold_viol": 0,
        "skew_ns": 0.0116,
        "finalWorstSetupSlack_ns": 1.59,
        "rsz0062_at_grt": "false",
        "period_used_share": 0.622,
        "setup_violations": 0,
        "min_period_ns": 2.61,
        "worst_pin_slew_ns": 0.776,
        "slew_violations": 0,
    },
    "setup_path": {
        "cp-end-kind": "primary output",
        "slowest_delay_ns": 0.83,
        "cp-start-kind": "flip-flop",
        "cp_data_arrival_time_ns": 1.77,
        "critical_path_required_ns": 3.36,
        "critPathKind": "reg2out",
        "cp_cell_sequence": "clkdlybuf4s50_1",
        "cp_num_buf_inv": 1,
        "critPathMaxFanout": 22,
        "crit_path_top_delay_cell": "dfxtp_1",
        "cpLargestDelayFamily": "flip-flops",
    },
    "place": {
        "portBuffers": 57,
        "post-place-ws_ns": 1.61,
        "gp_congestion": 0.922,
        "hpwl_mm": 4.53,
    },
    "drt": {
        "antenna_left": 0,
        "drt_iter0_markers": 164,
        "antenna_cells": 0,
        "route.detailed.drc": 1,
        "vias_per_cell": 4.88,
        "wl_mm": 6.52,
        "first_pass_iters": 45,
        "wl_per_cell_um": 13.4,
        "vias": 2383,
    },
    "die": {
        "core-area_um2": 9730,
        "rows": 36,
        "die_h_um": 102,
        "initial_core_util": 0.309,
        "io_pins": 68,
        "die_area_um2": 10400,
        "die_w_um": 102,
    },
    "flow_run": {
        "cap_violations": 0,
        "warnings": 33,
    },
    "outcome": {
        "status": "finished, violations left",
        "violations": "design-rule violations",
    },
}
cell usage after synthesis, types with 8 or more instances:
cell type,n,share of area
nor3_1,8,0.013
o21ai_0,21,0.035
clkbuf_1,8,0.010
xnor2_1,8,0.023
a21oi_1,19,0.032
nor2_1,32,0.040
edfxtp_1,38,0.38
buf_2,8,0.013
nor2b_1,10,0.021
dfxtp_1,19,0.13
nand2_1,21,0.026
state kept, by name (all words and copies together), names as in the netlist, 3 cells and up:
name / count
final_COLOR_NUM: 4
SIZE: 5
TOTAL_TRIES: 6
COLOR_NUM: 4
COLOR_SELECTED: 3
TRIES: 8
final_SIZE: 5
final timing paths:
| path | from | endpoint | slack [ns] | cells after the start |
|---|---|---|---|---|
| worst max register to register | COLOR_NUM[2]$_DFF_P_ | TOTAL_TRIES[1]$_DFFE_PP_ | 2.04 | 5 |
| worst min-delay path | LEFT_PREV$_DFF_P_ | ACK_LEFT$_DFF_P_ | 0.41 | 1 |
| worst min register to register | LEFT_PREV$_DFF_P_ | ACK_LEFT$_DFF_P_ | 0.41 | 1 |
| worst max-delay path | COLOR_NUM[0]$_DFF_P_ | COLOR_NUM[0] | 1.59 | 1 |
metal layers:
| layer | routed length (um) | global-route usage | vias to the layer above |
|---|---|---|---|
| met5 | 0 | 0 | - |
| met4 | 136 | 0.0242 | 0 |
| met3 | 477 | 0.0313 | 12 |
| met2 | 2900 | 0.205 | 88 |
| met1 | 3010 | 0.195 | 1086 |
| li1 | - | - | 1197 |
area by class of cell:
| type | instances | area [um2] | area share |
|---|---|---|---|
| Tap cell | 133 | 166 | 0.0428 |
| Multi-Input combinational cell | 212 | 1360 | 0.350 |
| Clock buffer | 9 | 124 | 0.0318 |
| Timing Repair Buffer | 63 | 616 | 0.158 |
| Inverter | 7 | 26.3 | 0.00675 |
| Sequential cell | 57 | 1520 | 0.391 |
| Clock inverter | 7 | 77.6 | 0.0199 |
kinds of logic after synthesis:
group / synth area share
simple gates: 0.222
other cells: 0.00125
xor+xnor: 0.0437
fa+ha+maj: 0.00416
compound gates: 0.175
buf+inv: 0.0445
flops: 0.506
mux: 0.00333
stage by stage:
| stage | instances | cell area [um2] | hold WS, ns | util | power [W] |
|---|---|---|---|---|---|
| after floorplan | 296 | 3010 | 0.375 | - | 0.00131 |
| after global placement | 472 | 3690 | 0.382 | 0.379 | 0.00159 |
| after detailed placement | 472 | 3690 | 0.397 | 0.379 | 0.00159 |
| after CTS | 488 | 3890 | 0.409 | 0.400 | 0.00212 |
| after global routing | 488 | 3890 | 0.437 | 0.400 | 0.00225 |
| final | 488 | 3890 | 0.412 | 0.400 | 0.00210 |
power by group through the flow:
stage / Sequential (W) / Clock [W] / Combinational [W]
4_1_cts: 0.000896 / 0.000537 / 0.000685
6_report: 0.000894 / 0.000522 / 0.000684
5_1_grt: 0.000920 / 0.000563 / 0.000767
Power and IR drop assume default switching activity.
