File: constraint.sdc
current_design digit_display

set clk_period 18.0
set clk_io_pct 0.2

create_clock -name clk0 -period $clk_period [get_ports {CLOCK}]
create_clock -name clk1 -period $clk_period [get_ports {CLOCK_B}]

set non_clock_inputs [all_inputs -no_clocks]
set_input_delay [expr $clk_period * $clk_io_pct] -clock clk0 $non_clock_inputs
set_output_delay [expr $clk_period * $clk_io_pct] -clock clk0 [all_outputs]
File: run.sh
#!/bin/bash
# OpenROAD 26Q1-2900-gdf79404cd8, Yosys 0.63+post, stock flow scripts
make -C /OpenROAD-flow-scripts/flow DESIGN_CONFIG=/design/flow/config.mk WORK_HOME=/design/flow/orfs finish
File: design.v
module digit_display(
    input wire CLOCK,  
    input wire CLOCK_B,  
	input wire [3:0] COLOR_NUM,
	input wire [4:0] SIZE,
	input wire sORc,  
	input wire MODE,
	input wire [7:0] TRIES,
	input wire [7:0] TOTAL_TRIES,
    output reg [6:0] seg,
    output reg [3:0] an
);
integer ZERO = 7'b1000000;
integer ONE = 7'b1111001;
integer TWO = 7'b0100100;
integer THREE = 7'b0110000;
integer FOUR = 7'b0011001;
integer FIVE = 7'b0010010;
integer SIX = 7'b0000010;
integer SEVEN = 7'b1111000;
integer EIGHT = 7'b0000000;
integer NINE = 7'b0010000;
function [6:0] VALUE;
input [3:0] curr_value;
begin
    if(curr_value == 0)
        VALUE = ZERO;
    else if(curr_value == 1)
        VALUE = ONE;
    else if(curr_value == 2)
        VALUE = TWO;
    else if(curr_value == 3)
        VALUE = THREE;
    else if(curr_value == 4)
        VALUE = FOUR;
    else if(curr_value == 5)
        VALUE = FIVE;
    else if(curr_value == 6)
        VALUE = SIX;
    else if(curr_value == 7)
        VALUE = SEVEN;
    else if(curr_value == 8)
        VALUE = EIGHT;
    else
        VALUE = NINE;
end
endfunction
reg [3:0] DIG0 = 0;
reg [3:0] DIG1 = 0;
reg [3:0] DIG2 = 0;
reg [3:0] DIG3 = 0;
reg [1:0] digit = 0;
reg blinkCheck = 0;
always @ (*)
begin
	if(MODE)
	begin
		DIG0 = TOTAL_TRIES % 10;
		DIG1 = (TOTAL_TRIES - DIG0)/10;
		DIG2 = TRIES % 10;
		DIG3 = (TRIES - DIG2)/10;
	end
	else
	begin
		DIG0 = COLOR_NUM % 10;
		DIG1 = (COLOR_NUM - DIG0)/10;
		DIG2 = SIZE % 10;
		DIG3 = (SIZE - DIG2)/10;
	end
end
always @ (posedge CLOCK_B)
	blinkCheck <= ~blinkCheck;
always @ (posedge CLOCK)
begin
digit <= digit + 1;
if(MODE)
begin
	if(digit == 0)
	begin
		an <= 4'b1110;
		seg <= VALUE(DIG0);
	end
	else if(digit == 1)
	begin
		an <= 4'b1101;
		seg <= VALUE(DIG1);
	end
	else if(digit == 2)
	begin
		an <= 4'b1011;
		seg <= VALUE(DIG2); 
	end
	else
	begin
		an <= 4'b0111;
		seg <= VALUE(DIG3);
	end
end
else
begin
	if(digit == 0)
	begin
		if(sORc || blinkCheck)
		begin
			an <= 4'b1110;
			seg <= VALUE(DIG0);
		end
		else
			an <= 4'b1111;
	end
	else if(digit == 1)
	begin
		if(sORc || blinkCheck)
		begin
			an <= 4'b1101;
			seg <= VALUE(DIG1);
		end
		else
			an <= 4'b1111;
	end
	else if(digit == 2)
	begin
		if(~sORc || blinkCheck) 
		begin
			an <= 4'b1011;
			seg <= VALUE(DIG2);
		end
		else
			an <= 4'b1111;
	end
	else if(digit == 3)
	begin
		if(~sORc || blinkCheck)
		begin
			an <= 4'b0111;
			seg <= VALUE(DIG3);
		end
		else
			an <= 4'b1111;
	end
end
end
endmodule
File: config.mk
export PLATFORM = sky130hd
export DESIGN_NAME = digit_display
export DESIGN_NICKNAME = digit_display
export VERILOG_FILES = /design/flow/design.v
export SDC_FILE = /design/flow/constraint.sdc
export NUM_CORES = 4
export LEC_CHECK = 1
export CORE_UTILIZATION = 30
==> deck_impl_summary.md <==
Implementation Results

Route
  • N_diodes: 0
  • Initial DRC count: 404
  • WL per Instance: 17.6 um
  • WL final: 13.5 mm
  • DRC violations left: 0
  • Detailed Routing Iterations Pass 1: 5
  • Vias per cell: 6.08
  • Antenna-violating nets left: 0
  • Total via count in the routed design: 4,666

Worst hold path
  • Worst min path class: reg -> reg

Floorplanning
  • Die Width: 121 um
  • Core Area: 13,900 sq um
  • Die height: 121 um
  • I/O Pins: 40
  • Die footprint: 14,700 sq um
  • Floorplan core density: 30.8%
  • Row count: 43

Final timing
  • Setup violators final: 0
  • Max Clock Skew: 0.00249 ns
  • Least-Margin Pin Slew: 0.829 ns
  • Slew margin rel.: 44.1%
  • Max-slew violation count: 0
  • Setup TNS: 0 ns
  • Final Hold Violation Tally: 0
  • Worst hold slack: 0.383 ns
  • RSZ-0062 raised after global routing: false

Worst setup path
  • Critical path buffers and inverters: 3
  • Cell family with most CP delay: AND-OR/OR-AND gates
  • CP max stage delay: 0.61 ns
  • Critical path capture point type: flop
  • Worst path arrival time: 11.73 ns
  • Crit Path Category: in -> reg
  • Worst setup SP type: primary input
  • Crit Path Max Fanout: 15
  • Slowest-stage cell, CP: clkdlybuf4s50_1
  • Data required, critical path: 18.06 ns

Global routing
  • GRT Total Usage: 19.0%
  • Number of global-route vias before repair: 4,189
  • GR peak layer: met1
  • Global routing usage on met1: 30.0%
  • Initial antenna violation count: 0
  • Pin count of the biggest net entering global routing: 33
  • First-pass GRT wire length: 22.3 mm
  • Global route overflow: 0
  • Met2 Usage GRT: 27.7%
  • GR Util met3: 2.45%

Synthesis
  • Yosys stat chip area: 4270 sq um
  • Gate Count Post-Synth: 574
  • Post-synthesis cell area: 4270 sq um
  • Top cells by count: nand2_1, nor2_1, a21oi_1, inv_1, o21ai_0
  • Seq/Total Area, Yosys: 9.14%
  • Mapped Avg Cell Area: 7.44 sq um
  • Top FF cell, synth: edfxtp_1
  • Asr flop ratio synth: 0%
  • Top area contributor share: 7.73%
  • Unique cell types: 105
  • Top cells by area: edfxtp_1, ha_1, nand2_1
  • Number of enable flip-flop cells: 11
  • Cell taking the most area after synthesis: edfxtp_1
  • Yosys cell count: 574
  • Yosys warning total: 1
  • Count leader, synth: nand2_1
  • Ys flops: 14

Clocking
  • Clock tree buffer depth: 2
  • Root buf cell: clkbuf_16
  • Clock buffer count from CTS: 3
  • CTS H-Tree Depth: 1
  • Post-CTS resize count: 0
  • Reg clk slew, reported paths: 0.04 ns
  • Postcts setup bufs: 0
  • Cts hold-fix bufs: 0
  • CTS tree: yes

Placement
  • Post-DP HPWL: 10.4 mm
  • Inst Count DP: 764
  • Final GP Congestion: 0.966
  • PortBufs: 38
  • Placed Area: 4720 sq um

Job
  • OpenROAD warnings: 36
  • Max_cap viols: 0

Final layout
  • Layout cell share with drive strength beyond 1: 11.7%
  • Final Cell Area: 4800 sq um
  • Core Util, Final: 34.6%
  • Synth-to-layout area growth: 12.4%
  • Final Non-Filler Cells: 768

Power and ir drop
  • Peak supply drop: 0.0426 mV
  • PD cells: 88.2 nW/um^2
  • Leak Pwr: 1.71 nW

Run status
  • Status: finished, final reports clean
## cell usage in the layout (no fill, tap or decap), types with 4 or more instances in the layout
master           instances
xor2_1                   6
xnor2_1                 19
and3_1                   8
a22oi_1                  4
o21a_1                   8
o311ai_1                 5
o22ai_1                  6
a21oi_1                 37
o31a_1                   4
nor2_1                  45
a22o_1                   4
nor4_1                   6
o211ai_1                14
nand4_1                  4
mux2i_1                 16
nand2_1                 54
a31oi_1                  8
nand3_1                 22
clkdlybuf4s50_1         38
and2_1                   6
edfxtp_1                11
nor3_1                  20
a211oi_1                11
o21ai_1                  8
o211a_1                  4
inv_1                   28
a211oi_2                 5
a211o_1                  5
o221ai_1                 4
nand2b_1                 5
ha_1                    17
buf_4                    7
a21o_1                   6
o21ai_0                 26
nor2b_1                  4
## area by class of cell
type | instances | area, sq um
fillers | 1461 | 9080
multi-input cells | 495 | 3560
repair buffers | 45 | 433
flip-flops and latches | 14 | 390
well taps | 180 | 225
inverters | 30 | 115
clock buffers | 4 | 78.8
## state kept, by name, indices dropped and copies added (netlist names)
signal      count
blinkCheck      1
digit           2
seg             7
an              4
## layer usage
layer	vias up	part of all wire (%)
met5	-	0
met4	0	1.5
met3	18	6.7
met2	204	42
met1	2184	50
li1	2260	-
## power by group
part / switching, mW / internal, mW
Combinational: 0.210 / 0.136
Sequential: 0.000426 / 0.0374
Clock: 0.0107 / 0.0297
## stage by stage
stage | worst slack, ns | total power, mW
after detailed placement | 6.18 | 0.377
after CTS | 6.41 | 0.420
after floorplan | 7.25 | 0.314
after global routing | 5.71 | 0.459
final | 6.32 | 0.424
after global placement | 6.26 | 0.377
## logic make-up after synthesis
family,share of synthesized area [%]
buffers and inverters,7.53
adder cells (fa/ha/maj),6.24
flip-flops,9.14
AND-OR/OR-AND,40.1
XOR/XNOR,5.51
multiplexers,6.12
AND/OR/NAND/NOR,25.4
## path summary, 6_finish.rpt
kind,to,startpoint,slack [ns],depth (start not counted)
worst max register to register,seg[0],digit[1],9.17,34
worst max-delay path,seg[0],TRIES[6],6.32,33
max in group clk1,blinkCheck,blinkCheck,17.46,1
min in group clk1,blinkCheck,blinkCheck,0.42,1
worst min-delay path,an[0],blinkCheck,0.38,1
worst min register to register,an[0],blinkCheck,0.38,1
Power is estimated from default activity; no workload was simulated.
