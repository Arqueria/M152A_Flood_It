<file path="/design/flow/design.v">
module clk_div(
    input wire clk,  
    output reg HZ1 = 0,
    output reg HZ4 = 0,
    output reg HZ5 = 0,
    output reg HZ8 = 0,
    output reg HZ500 = 0,
    output reg HZ1000 = 0,
    output reg HZ5K = 0,
    output reg HZ10K = 0,
    output reg MHZ25 = 0,
    output reg MHZ50 = 0
);
integer HZ1_COUNT = 0;
integer HZ4_COUNT = 0;
integer HZ5_COUNT = 0;
integer HZ8_COUNT = 0;
integer HZ500_COUNT = 0;
integer HZ1000_COUNT = 0;
integer HZ5K_COUNT = 0;
integer HZ10K_COUNT = 0;
integer MHZ25_COUNT = 0;
integer MHZ50_COUNT = 0;
always @ (posedge clk)
begin
    if(HZ1_COUNT < 50_000_000 - 1)
        begin
            HZ1_COUNT <= HZ1_COUNT + 1;
        end
    else
        begin
            HZ1_COUNT <= 0;
            HZ1 <= ~HZ1;
        end
    if(HZ4_COUNT < 12_500_000 - 1)
        begin
            HZ4_COUNT <= HZ4_COUNT + 1;
        end
    else
        begin
            HZ4_COUNT <= 0;
            HZ4 <= ~HZ4;
        end
    if(HZ5_COUNT < 10_000_000 - 1)
        begin
            HZ5_COUNT <= HZ5_COUNT + 1;
        end
    else
        begin
            HZ5_COUNT <= 0;
            HZ5 <= ~HZ5;
        end
    if(HZ8_COUNT < 6_250_000 - 1)
        begin
            HZ8_COUNT <= HZ8_COUNT + 1;
        end
    else
        begin
            HZ8_COUNT <= 0;
            HZ8 <= ~HZ8;
        end
    if(HZ500_COUNT < 100_000 - 1)
        begin
            HZ500_COUNT <= HZ500_COUNT + 1;
        end
    else
        begin
            HZ500_COUNT <= 0;
            HZ500 <= ~HZ500;
        end
    if(HZ1000_COUNT < 50_000 - 1)
        begin
            HZ1000_COUNT <= HZ1000_COUNT + 1;
        end
    else
        begin
            HZ1000_COUNT <= 0;
            HZ1000 <= ~HZ1000;
        end
    if(HZ5K_COUNT < 10_000 - 1)
        begin
            HZ5K_COUNT <= HZ5K_COUNT + 1;
        end
    else
        begin
            HZ5K_COUNT <= 0;
            HZ5K <= ~HZ5K;
        end
    if(HZ10K_COUNT < 5_000 - 1)
        begin
            HZ10K_COUNT <= HZ10K_COUNT + 1;
        end
    else
        begin
            HZ10K_COUNT <= 0;
            HZ10K <= ~HZ10K;
        end
    if(MHZ25_COUNT < 2 - 1)
        begin
            MHZ25_COUNT <= MHZ25_COUNT + 1;
        end
    else
        begin
            MHZ25_COUNT <= 0;
            MHZ25 <= ~MHZ25;
        end
    MHZ50 <= ~MHZ50;
end
endmodule
</file>
<file path="/design/flow/run.sh">
#!/bin/bash
# OpenROAD 26Q1-2900-gdf79404cd8, Yosys 0.63+post, stock flow scripts
make -C /OpenROAD-flow-scripts/flow DESIGN_CONFIG=/design/flow/config.mk WORK_HOME=/design/flow/orfs finish
</file>
<file path="/design/flow/config.mk">
export PLATFORM = sky130hd
export DESIGN_NAME = clk_div
export DESIGN_NICKNAME = clk_div
export VERILOG_FILES = /design/flow/design.v
export SDC_FILE = /design/flow/constraint.sdc
export NUM_CORES = 4
export LEC_CHECK = 1
export CORE_UTILIZATION = 50
</file>
<file path="/design/flow/constraint.sdc">
current_design clk_div

set clk_period 6.4
set clk_io_pct 0.2

create_clock -name clk0 -period $clk_period [get_ports {clk}]

set non_clock_inputs [all_inputs -no_clocks]
set_input_delay [expr $clk_period * $clk_io_pct] -clock clk0 $non_clock_inputs
set_output_delay [expr $clk_period * $clk_io_pct] -clock clk0 [all_outputs]
</file>
==> flow_metrics.env <==
# flow metrics
export IMPL_cts_sinks=298
export IMPL_synth_cells=1483
export IMPL_setup_viol_count_final=0
export IMPL_p_per_area_nw_per_um2=263
export IMPL_fin_hold_ws_ns=0.373
export IMPL_synth_chip_area_um2=13200
export IMPL_grt_first_pass_wirelength_um=40000
export IMPL_io_buffers=10
export IMPL_hold_path_class="flip-flop to flip-flop"
export IMPL_antenna_cells=0
export IMPL_cts_tree="yes"
export IMPL_cts_hold_buf=0
export IMPL_critPathArrivalTime_ns=1.35
export IMPL_drt_iter0_markers=531
export IMPL_start_kind="flip-flop"
export IMPL_htreeDepth=2
export IMPL_crit_path_end_kind="primary output"
export IMPL_dpl_instance_area_um2=13700
export IMPL_fillers=2215
export IMPL_critPathTopFamily="buffers and inverters"
export IMPL_yosys_stat_seqShare_pct=45.9
export IMPL_path_cells="clkdlybuf4s50_1"
export IMPL_yosys_warnings=1
export IMPL_die_width_um=164
export IMPL_cts_resized=0
export IMPL_clockBufferDepth=3
export IMPL_maxCapViolCount=0
export IMPL_finalPower_mw=3.90
export IMPL_clockRootBuffer="clkbuf_16"
export IMPL_first_pass_iters=5
export IMPL_place_inst=1798
export IMPL_finalNonFillerCells=1860
export IMPL_core_area_um2=26000
export IMPL_cts_buffers=36
export IMPL_syn_area_um2=13200
export IMPL_boundaryPins=11
export IMPL_grt_pass1_vias=8724
export IMPL_min_from="MHZ50"
export IMPL_drv_slew=0
export IMPL_die_area_um2=27000
export IMPL_crit_start="HZ500"
export IMPL_gp_congestion=0.854
export IMPL_critical_path_slowest_cell="clkdlybuf4s50_1"
export IMPL_vias=9705
export IMPL_path_max_fanout=2
export IMPL_irDropWorstVdd_mv=0.332
export IMPL_worstPathRequired_ns=5.12
export IMPL_preCtsSetupSlack_ns=3.91
export IMPL_r2r_end="HZ500"
export IMPL_ys_ff=298
export IMPL_critPathBufInv=1
export IMPL_core_util_floorplan_pct=50.8
export IMPL_warnings=26
export IMPL_worst_pin_slew_ns=0.789
export IMPL_clk_pin_slew_ns=0.06
export IMPL_num_rows=59
export IMPL_routed_wl_um=23100
export IMPL_track_usage_pct=18.0
export IMPL_skew_ns=0.0165
export IMPL_fmax_mhz=381
export IMPL_path_class="flip-flop to primary output"
export IMPL_fin_crit_ns=2.63
export IMPL_area_growth_syn_to_layout_pct=12.7
export IMPL_drc=0
export IMPL_ys_types=55
export IMPL_slew_limit_headroom_pct=47.1
export IMPL_hpwl_um=14500
export IMPL_finalInstanceArea_um2=14900
export IMPL_p_leak_nw=5.81
export IMPL_r2r_slack_ns=3.91
export IMPL_outcome="complete, no violations"
export IMPL_ff2ff_path_depth=6
export IMPL_final_hold_viol_count=0
export IMPL_utilization_pct=57.2
export IMPL_die_h_um=164
export IMPL_grt_overflow_total=0
export IMPL_setup_tns_ns=0
export IMPL_wire_per_inst_um=12.4
export IMPL_grt_max_degree=26
export IMPL_rsz0062_at_grt="no"
export IMPL_drive_gt1_share_pct=6.62
export IMPL_synth_avg_cell_area_um2=8.90
export IMPL_min_to="MHZ50"
export IMPL_min_path_cells=1
export IMPL_post_drt_via_cell_ratio=5.22
export IMPL_clk_latency_ns=0.50
export IMPL_antenna_found_initial=0
export IMPL_r2r_start="HZ500_COUNT[0]"
export IMPL_ys_cells=1483
export IMPL_fin_crit_sh_pct=41.1
export IMPL_worst_slack_ns=3.77
export IMPL_slowest_delay_ns=0.47
export IMPL_antenna_left=0
export IMPL_cts_setup_buffers=0
-- cell usage after synthesis, drive strengths merged --
| cell type | n | area [µm²] |
|---|---|---|
| dfxtp | 289 | 5790 |
| a31oi | 5 | 31.3 |
| nor2 | 313 | 1170 |
| and2b | 2 | 17.5 |
| nor2b | 9 | 56.3 |
| and2 | 15 | 93.8 |
| o211ai | 4 | 30.0 |
| mux2 | 1 | 11.3 |
| inv | 34 | 128 |
| o41ai | 1 | 8.76 |
| dlygate4sd2 | 1 | 8.76 |
| nand2 | 81 | 304 |
| o31a | 1 | 8.76 |
| a21o | 1 | 7.51 |
| xnor2 | 100 | 876 |
| xor2 | 155 | 1360 |
| nand3b | 1 | 7.51 |
| and3 | 34 | 213 |
| edfxtp | 9 | 270 |
| nand4b | 3 | 26.3 |
| o21a | 2 | 15.0 |
| ha | 10 | 125 |
| a21oi | 11 | 58.8 |
| nor3 | 38 | 190 |
| or3 | 5 | 31.3 |
| a41o | 1 | 10.0 |
| a211oi | 4 | 30.0 |
| nand3 | 104 | 521 |
| buf | 18 | 109 |
| nand4 | 81 | 526 |
| o31ai | 3 | 22.5 |
| o21ai | 7 | 35.0 |
| o2111ai | 2 | 17.5 |
| nor3b | 4 | 30.0 |
| nor4 | 50 | 452 |
| or4 | 8 | 65.1 |
| and4 | 37 | 327 |
| a21boi | 5 | 37.5 |
| nor4b | 3 | 32.5 |
| o2111a | 1 | 11.3 |
| or2 | 2 | 12.5 |
| clkbuf | 25 | 97.6 |
| a41oi | 3 | 26.3 |
-- metal layers --
metal,part of all wire (%),global-route usage (%)
met1,54,29.0
met5,0,0
met4,2.0,3.63
met3,2.8,2.46
met2,41,26.7
-- kinds of logic after synthesis --
family,synth area share (%)
buffers and inverters,2.60
and+or+nand+nor,30.9
muxes,0.0853
AOI/OAI and AO/OA,2.65
adders and majority gates,0.948
xor gates and xnor gates,16.9
DFF,45.9
-- placed cells by master (no fill, tap or decap), types with 4 or more instances in the layout --
master           count
a21boi_0             5
a21oi_1              8
a31oi_1              4
and2_1              14
and3_1              34
and4_1              35
buf_4               14
clkbuf_1             7
clkbuf_16           37
clkbuf_8            10
clkdlybuf4s50_1     10
dfxtp_1            289
edfxtp_1             9
ha_1                10
inv_1               34
nand2_1             81
nand3_1            104
nand4_1             78
nor2_1             313
nor2b_1              9
nor3_1              38
nor3b_1              4
nor4_1              39
nor4_4               8
o211ai_1             4
o21ai_0              6
or3_1                5
or4_1                6
xnor2_1            100
xor2_1             155
-- worst max path at each step --
stage	depth (start not counted)	slack [ns]	endpoint
final	1	3.77	HZ500
after global routing	6	3.64	HZ500
after CTS	1	3.73	HZ500
-- power breakdown --
group	switching, mW	internal, mW	leakage [nW]
Clock	0.750	1.29	0.595
Sequential	0	1.86	2.43
Combinational	0	0	2.78
Total	0.750	3.16	5.81
-- state kept, by name (all words and copies together), names as in the netlist, 32 cells and up --
register and cells:
HZ1000_COUNT 32, HZ500_COUNT 32, HZ4_COUNT 32, HZ10K_COUNT 32, MHZ25_COUNT 32, HZ5_COUNT 32, HZ8_COUNT 32, HZ1_COUNT 32
HZ5K_COUNT 32
-- layout make-up --
cell class | instances | area [µm²] | area share (%)
Multi-Input combinational cell | 1107 | 6850 | 46.1
Sequential cell | 298 | 6060 | 40.7
Clock buffer | 54 | 1090 | 7.33
Tap cell | 335 | 419 | 2.82
Timing Repair Buffer | 24 | 205 | 1.38
Inverter | 34 | 128 | 0.858
Clock inverter | 8 | 121 | 0.816
Power is estimated from default activity; no workload was simulated.
